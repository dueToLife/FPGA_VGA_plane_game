[design/flow/run.sh]
#!/bin/bash
# OpenROAD 26Q1-2900-gdf79404cd8, Yosys 0.63+post, stock flow scripts
make -C /OpenROAD-flow-scripts/flow DESIGN_CONFIG=/design/flow/config.mk WORK_HOME=/design/flow/orfs finish
[design/flow/config.mk]
export PLATFORM = sky130hd
export DESIGN_NAME = button_control
export DESIGN_NICKNAME = button_control
export VERILOG_FILES = /design/flow/design.v
export SDC_FILE = /design/flow/constraint.sdc
export NUM_CORES = 4
export LEC_CHECK = 1
export CORE_UTILIZATION = 30
[design/flow/constraint.sdc]
current_design button_control

set clk_period 4.2
set clk_io_pct 0.2

create_clock -name clk0 -period $clk_period [get_ports {clk}]

set non_clock_inputs [all_inputs -no_clocks]
set_input_delay [expr $clk_period * $clk_io_pct] -clock clk0 $non_clock_inputs
set_output_delay [expr $clk_period * $clk_io_pct] -clock clk0 [all_outputs]
[design/flow/design.v]
module jitter_clr(
    input clk,
    input button,
    output button_clean);
    reg [23:0] cnt;
    always@(posedge clk)
    begin
        if(button == 1'b0)
            cnt <= 24'h000000;
        else if(cnt < 24'h800000)
            cnt <= cnt + 1'b1;
    end
    assign button_clean = cnt[23];
endmodule
module signal_edge(
    input clk,
    input button,
    output button_redge);
    reg button_r1, button_r2;
always@(posedge clk)
    button_r1 <= button;
always@(posedge clk)
    button_r2 <= button_r1;
assign button_redge = button_r1 & (~button_r2);
endmodule
module button_control(
    input clk, rst,
    input button_up, button_down, button_right, button_left, button_shoot,
    output up, down, right, left, shoot,
    output reg [7:0] led);
wire button_up_clean;
wire button_down_clean;
wire button_right_clean;
wire button_left_clean;
wire button_shoot_clean;
initial led = 8'b1111_1111;
jitter_clr J0(clk, button_up, button_up_clean);
jitter_clr J1(clk, button_down, button_down_clean);    
jitter_clr J2(clk, button_right, button_right_clean);
jitter_clr J3(clk, button_left, button_left_clean);
jitter_clr J4(clk, button_shoot, button_shoot_clean);
signal_edge S0(clk, button_up_clean, up);
signal_edge S1(clk, button_down_clean, down);
signal_edge S2(clk, button_right_clean, right);
signal_edge S3(clk, button_left_clean, left);
signal_edge S4(clk, button_shoot_clean, shoot);
always @(posedge clk) begin
    if(rst)
        led <= 8'b1111_1111;
    else begin
        if(up)
            led[4] <= ~led[4];
        if(down)
            led[3] <= ~led[3];
        if(left)
            led[2] <= ~led[2];
        if(right) 
            led[1] <= ~led[1];
        if(shoot)
            led[0] <= ~led[0];
    end
end
endmodule  
==> run_results.csv <==
group,metric,value,unit
global_route,grt-ovfl-total,0,
global_route,grt_antenna_before_repair,0,
worst_setup_path,worst-endpoint-arrival,1480,ps
status,status,"complete, no violations",
synthesis,yosys-stat-area,0.00586,mm2
pwr,leakagePower,2.29,nW
synthesis,synth.top_cell.area_share,0.461,
place,routabilityCongestion,0.789,
place,io_buffer_count,16,
die,initCoreUtil,0.310,
clocking,cts_buffers,17,
final_timing,worst-slew-pin-transition,711,ps
worst_setup_path,crit_path_launch_type,"flip-flop",
job,openroad.warnings,25,
drt,drt_first_iter_violations,177,
clocking,insertion_delay_of_the_later_clocked_pin_in_the_worst_skew_pair,410,ps
global_route,gr-usage-all-layers,0.114,
die,die_x,142,um
synthesis,synth.largest_area_cell,"sky130_fd_sc_hd__dfxtp_1",
drt,detail_route.wl_per_cell,11.2,um
drt,top_layer,"met4",
drt,drt-met1-wl,5.49,mm
final_timing,timing.final.crit_period,2320,ps
synthesis,synth-edff-count,0,
clocking,postCtsSetupBuffers,0,
synthesis,post_synth_main_area_contributors,"sky130_fd_sc_hd__dfxtp_1 (46%), sky130_fd_sc_hd__xnor2_1 (5.1%), sky130_fd_sc_hd__xor2_1 (5.1%), sky130_fd_sc_hd__nor2_1 (4.5%), sky130_fd_sc_hd__nand4_1 (3.5%)",
drt,detailroute.via_count,4444,
final_timing,final-max-slew-violation-count,0,
clocking,clockBufferDepth,2,
clocking,tritoncts,"built",
worst_setup_path,end_kind,"primary output",
synthesis,synth.most_common_cell,"sky130_fd_sc_hd__dfxtp_1",
clocking,cts-root-buf,"sky130_fd_sc_hd__clkbuf_16",
global_route,largest_net_degree_at_the_start_of_global_routing,24,
worst_setup_path,worst-path-max-fanout,2,
drt,drt-pass1-iter-count,4,
drt,met2WireLength,4.56,mm
drt,post-route-drc-count,0,
synthesis,post_synthesis_cells,654,
synthesis,ys_ff,135,
final_timing,finalHoldWorstSlack,342,ps
final_timing,max_slew_margin,0.525,
place,hpwl,6.78,mm
cells_and_area,ff_latch_area,0.00270,mm2
final_timing,final.setup_skew,5.32,ps
drt,diodes,0,
clocking,cts.hold.buffers_added,0,
pwr,vdd_drop_max,234,uV
final_timing,totalNegativeSetupSlack,0,ps
drt,route.final.wire_length,10.5,mm
synthesis,async_reset_ff_frac,0,
die,coreArea,0.0189,mm2
final_timing,final-hold-violation-count,0,
cells_and_area,layout.area.comb,0.00300,mm2
die,std_cell_rows,50,
final_timing,finalSetupViolations,0,
die,chip_area,0.0201,mm2
min_path,min_path_type,"reg -> reg",
final_timing,max_freq,431,MHz
cells_and_area,layout-area-overhead-vs-synth,16.2,%
clocking,clk_pin_slew_worst_paths,60,ps
final_timing,grt_setup_unrepaired,"false",
drt,detail_route.vias_per_cell,4.75,
cells_and_area,fin_util,0.360,
clocking,clkSinkCount,135,
drt,ant_nets,0,
worst_setup_path,wp_data_required,3360,ps
synthesis,synthesis.area_per_instance,8.96,um2
synthesis,ys_types,42,
die,dieHeight,142,um
cells_and_area,drive_above_1_share,0.0562,
clocking,cts_repair_resizes,0,
clocking,cts.htree.levels,4,
global_route,first_global_vias,4130,
worst_setup_path,critical_path_class,"reg -> out",
synthesis,yosysCellCount,654,
drt,met3_layer_wire_length_in_the_routed_design,372,um
cells_and_area,nFillCells,1904,
pwr,cellPowerDensity,411,mW/mm2
global_route,grt_pass1_wl,18.9,mm
synthesis,synthFlopType,"sky130_fd_sc_hd__dfxtp_1",
final_timing,layout_worst_path_cycle_share,0.552,
synthesis,mappedNetlistArea,0.00586,mm2
synthesis,synth.yosys.warnings,3,
synthesis,yosys-top-cells-count,"sky130_fd_sc_hd__dfxtp_1 (135), sky130_fd_sc_hd__nor2_1 (70), sky130_fd_sc_hd__nand2_1 (42), sky130_fd_sc_hd__nand3_1 (38)",
job,cap_viol_max_count,0,
die,ios,20,
synthesis,postSynthSeqShare,0.461,
per-layer routing:
| metal | global-route usage | vias to the layer above |
|---|---|---|
| li1 | - | 2368 |
| met1 | 0.168 | 2030 |
| met2 | 0.178 | 40 |
| met3 | 0.0254 | 6 |
| met4 | 0.0125 | 0 |
| met5 | 0 | - |
cell usage in the layout, fill, tap and decap left out, types with 4 or more instances in the layout:
| master | Yosys | final |
|---|---|---|
| sky130_fd_sc_hd__nand3_1 | 38 | 38 |
| sky130_fd_sc_hd__dfxtp_1 | 135 | 135 |
| sky130_fd_sc_hd__nor2_1 | 70 | 70 |
| sky130_fd_sc_hd__and4b_1 | 4 | 4 |
| sky130_fd_sc_hd__o21a_1 | 6 | 6 |
| sky130_fd_sc_hd__clkdlybuf4s50_1 | 0 | 16 |
| sky130_fd_sc_hd__o31ai_1 | 10 | 10 |
| sky130_fd_sc_hd__nand4_1 | 33 | 33 |
| sky130_fd_sc_hd__nor2b_1 | 10 | 10 |
| sky130_fd_sc_hd__and3_1 | 8 | 8 |
| sky130_fd_sc_hd__o211ai_1 | 4 | 4 |
| sky130_fd_sc_hd__and3b_1 | 5 | 5 |
| sky130_fd_sc_hd__or4_1 | 13 | 13 |
| sky130_fd_sc_hd__mux2i_1 | 10 | 10 |
| sky130_fd_sc_hd__a21oi_1 | 34 | 34 |
| sky130_fd_sc_hd__xor2_1 | 34 | 34 |
| sky130_fd_sc_hd__nor4_1 | 15 | 15 |
| sky130_fd_sc_hd__nor3_1 | 8 | 8 |
| sky130_fd_sc_hd__xnor2_1 | 34 | 34 |
| sky130_fd_sc_hd__clkbuf_16 | 0 | 17 |
| sky130_fd_sc_hd__and4_1 | 15 | 15 |
| sky130_fd_sc_hd__clkinv_2 | 0 | 4 |
| sky130_fd_sc_hd__clkinv_4 | 0 | 5 |
| sky130_fd_sc_hd__ha_1 | 5 | 5 |
| sky130_fd_sc_hd__nand2_1 | 42 | 42 |
| sky130_fd_sc_hd__o21ai_0 | 25 | 25 |
| sky130_fd_sc_hd__inv_1 | 10 | 10 |
| sky130_fd_sc_hd__nand3b_1 | 4 | 4 |
| sky130_fd_sc_hd__nand2b_1 | 11 | 11 |
| sky130_fd_sc_hd__or3_1 | 24 | 24 |
worst max-delay path, stage by stage, from the launching register on:
cell                              delay [ps]
sky130_fd_sc_hd__dfxtp_1                 330
sky130_fd_sc_hd__nor2b_1                 210
sky130_fd_sc_hd__clkdlybuf4s50_1         530
power breakdown:
| group | switching, mW | internal (mW) | total [mW] |
|---|---|---|---|
| Clock | 0.562 | 0.874 | 1.44 |
| Sequential | 0.0125 | 1.29 | 1.31 |
| Combinational | 0.0344 | 0.0220 | 0.0564 |
final cells by class:
class                           count  area share
Clock buffer                       17      0.0625
Clock inverter                     15      0.0228
Sequential cell                   135       0.397
Multi-Input combinational cell    482       0.440
Inverter                           11     0.00607
Timing Repair Buffer               16      0.0235
Tap cell                          260      0.0478
logic make-up after synthesis:
kind of cell	after synthesis	share of synthesized area
flops	135	0.461
simple gates	311	0.295
compound gates	85	0.0850
xor+xnor	68	0.102
other cells	1	0.000640
buf+inv	39	0.0282
fa+ha+maj	5	0.0107
mux	10	0.0171
sequential cells by signal, indices dropped and copies added, names as in the netlist:
register and flops:
S4.button_r1 1, S1.button_r1 1, J0.cnt 24, S4.button_r2 1, S1.button_r2 1, led 5, J2.cnt 24, S3.button_r2 1
J1.cnt 24, S0.button_r2 1, S2.button_r1 1, S2.button_r2 1, S0.button_r1 1, S3.button_r1 1, J4.cnt 24, J3.cnt 24
worst paths after layout:
path	startpoint	endpoint	slack, ps	depth (start not counted)
worst min register to register	S4.button_r1	S4.button_r2	340	0
worst min-delay path	S4.button_r1	S4.button_r2	340	0
worst max register to register	J1.cnt[0]	J1.cnt[22]	2200	5
worst max-delay path	S3.button_r1	left	1880	2
per-stage QoR:
stage | instances | area (um2) | worst slack (ps) | total power, mW
detailed placement | 904 | 6230 | 1630 | 1.39
global placement | 904 | 6230 | 1660 | 1.39
floorplan | 656 | 5870 | 2350 | 1.37
CTS | 936 | 6810 | 1840 | 2.84
global route | 936 | 6810 | 1760 | 2.91
finish | 936 | 6810 | 1880 | 2.80
Power and IR drop assume default switching activity.
